<file path="flow/design.v">
module reg32_master_avalon_interface(
	input clk, 
	input reset_n,
	input waitrequest, 
	output reg [3:0] byteenable, 
	output reg [0:0] read, 
	input [31:0] readdata, 
	output reg [0:0] write, 
	output reg [31:0] writedata, 
	input readdatavalid);
	reg [25:0] counter = 26'b0;
	reg [1:0] state = 2'b00;
	reg [31:0] data = 31'b00;
	always @ (posedge clk)
	begin
		if(counter < 100 && state == 2'b00)
		begin
			counter = counter + 1;
		end
		else
		begin
			case(state[1:0])
				2'b00:
				begin
					read [0:0] <= 1;
					byteenable [3:0] <= 4'b1111;
					state <= 2'b01;
				end
				2'b01:
				begin
					data [31:0] <= readdata [31:0] + 1'b1;
					state <= 2'b10;
				end
				2'b10:
				begin
					read [0:0] <= 0;
					byteenable [3:0] <= 4'b0000;
					if(data [31:0] != 32'b00)
					begin
						write [0:0] <= 1;
						byteenable [3:0] <= 4'b1111;
						writedata [31:0] <= data [31:0];
						state <= 2'b11;
					end
					else
					begin
						state <= 2'b00;
					end
				end
				2'b11:
				begin
					write [0:0] <= 0;
					byteenable [3:0] <= 4'b0000;
					state <= 2'b00;
				end
			endcase
			counter = 0;
		end
	end
endmodule
</file>
<file path="flow/run.sh">
#!/bin/bash
# OpenROAD 26Q1-2900-gdf79404cd8, Yosys 0.63+post, stock flow scripts
make -C /OpenROAD-flow-scripts/flow DESIGN_CONFIG=/design/flow/config.mk WORK_HOME=/design/flow/orfs finish
</file>
<file path="flow/config.mk">
export PLATFORM = sky130hd
export DESIGN_NAME = reg32_master_avalon_interface
export DESIGN_NICKNAME = reg32_master_avalon_interface
export VERILOG_FILES = /design/flow/design.v
export SDC_FILE = /design/flow/constraint.sdc
export NUM_CORES = 4
export LEC_CHECK = 1
export CORE_UTILIZATION = 40
</file>
<file path="flow/constraint.sdc">
current_design reg32_master_avalon_interface

set clk_period 8.8
set clk_io_pct 0.2

create_clock -name clk0 -period $clk_period [get_ports {clk}]

set non_clock_inputs [all_inputs -no_clocks]
set_input_delay [expr $clk_period * $clk_io_pct] -clock clk0 $non_clock_inputs
set_output_delay [expr $clk_period * $clk_io_pct] -clock clk0 [all_outputs]
</file>
==> out/metrics.cfg <==
[status]
status=finished clean

[final_timing]
setup_tns_ps=0
max_slew_margin_pct=51.0
fmax_mhz=272
final_max_slew_viol_count=0
setup_violations=0
rsz0062_at_grt=false
hold_viol_final=0
tightestPinTransition_ps=729
skew_ps=13.5
min_period_ps=3670
finalClockPeriodUsage_pct=41.7

[logic_synthesis]
synthCells=244
ys_types=29
ys_seq_share_pct=72.8
ys_area_mm2=0.00356
ys.flops=95
ys_warn_count=1
syn_area_per_cell_um2=14.6
ys_cells=244
syn_area_mm2=0.00356

[floorplan]
coreArea_mm2=0.00868
initCoreUtil_pct=41.1
ios=74
die_w_um=96.4
die_h_um=96.4
num_rows=34
chip_area_mm2=0.00929

[worst_setup_path]
worstReg2RegEnd=writedata[8]
path_depth=5
cp-startpoint=readdata[6]
critPathLaunchType=input pin
cp_slowest_stage_delay_ps=790
critPathTopFamily=simple AND/OR/NAND/NOR gates
timing_worst_setup_path_type=in -> reg
reg2reg_from=data[10]
worstPathBufferInverterCount=1
end_kind=flip-flop
timing.critical_path.to=data[30]
required_ps=8900
worst-r2r-cell-count=5
crit_fanout=9
rrSetupSlack_ps=6780
critPathArrivalTime_ps=3770
slowest_stage=or4_1
crit_chain=clkdlybuf4s50_1, nand4_2, or4_1, nor4_2, xor2_1

[route]
drtAntennaViolNets=0
drt-initial-drc-count=35
vias=2111
highest_layer=met4
wl_met1_um=2570
wl_met2_um=2640
diodes=0
drc=0
wl_met3_um=352
vias_per_cell=4.68
wl_per_cell_um=12.6
drt-total-wl_um=5660
firstDrtPassIters=4

[cells_and_area]
comb_area_um2=978
lay_top_cells=clkdlybuf4s50_1 (70), edfxtp_1 (69), dfxtp_1 (26), xnor2_1 (20), conb_1 (19)
areaGrowthSynthToFinish_pct=30.7
fill_cells=761
fin_area_mm2=0.00466
utilization_pct=53.6
seq_area_mm2=0.00259
layout_top_cell=clkdlybuf4s50_1
drive_gt1_share_pct=8.16

[placement]
port_buffers=70
dp_hpwl_um=4270
gp_congestion=0.831
placed_area_mm2=0.00445

[cts]
cts_inserted_buffers=9
cts.repair.resized=0
htreeDepth=3
cts_tree=done
cts_sinks=95
path_clk_slew_ps=90
root_buffer=clkbuf_8
clkLatencyLatePin_ps=350
post_cts.repair.setup_buffers=0
clock_path_buffers=2
cts_hold_buf=0

[global_route]
grt_max_degree=34
antenna_found_initial=0
grt_pass1_wl_um=8910
grt_overflow_total=0
grt.total_usage_pct=13.5
grt_pass1_vias=1846

[power_and_ir_drop]
irDropWorstVdd_mv=0.0778
p_total_w=0.000812
leakage_nw=1.62
cellPowerDensity_mw_per_mm2=174

[run]
drv_cap=0
warning_count=28

[worst_hold_path]
hp-class=reg -> reg

[kinds of logic after synthesis]
logic type	share of synthesized area, %
buf+inv	1.83
flops	72.8
fa+ha+maj	0.702
simple gates	15.0
xor+xnor	8.60
compound gates	1.02
other cells	0.105
[worst reg2reg max path: cells and delay by family, from the launching register on]
family	cells	cell delay, ps
flops	1	390
simple gates	4	1100
buf+inv	1	270
[how the worst min path moves through the flow]
stage                 slack, ps      from             to  depth (start not counted)
after CTS                   450   data[1]   writedata[1]                          0
after global routing        460  data[22]  writedata[22]                          0
final                       450  data[25]  writedata[25]                          0
[per-stage QoR]
stage | hold slack [ps] | instances | worst slack (ps)
3_5_place_dp | 434 | 435 | 4770
4_1_cts | 454 | 451 | 5160
6_report | 452 | 451 | 5130
5_1_grt | 462 | 451 | 5020
2_1_floorplan | 427 | 262 | 5560
3_3_place_gp | 432 | 435 | 4770
[flip-flops by register name, indices dropped and copies added (netlist names)]
register    flops
byteenable      1
counter        26
data           32
read            1
state           2
write           1
writedata      32
[report_power, final]
part	leakage, nW	internal, W	switching (W)
logic	0.620	0.0000192	0.0000145
registers	0.896	0.000492	0.00000541
clock network	0.108	0.000142	0.000139
total	1.62	0.000653	0.000159
[synth_stat cells]
master	n	area share, %
edfxtp_1	69	58
dfxtp_1	26	15
xnor2_1	20	4.9
nand3_1	17	2.4
nor2_1	15	1.6
xor2_1	15	3.7
nor4_1	14	2.5
nand2_1	9	0.95
nand4_1	9	1.6
inv_1	7	0.74
nor3_1	6	0.84
nor4_2	6	2.1
and3_1	4	0.70
and4_1	3	0.74
buf_4	3	0.63
clkbuf_1	3	0.32
a21oi_1	2	0.28
ha_1	2	0.70
o21ai_0	2	0.28
or2_2	2	0.35
or4_1	2	0.42
buf_2	1	0.14
conb_1	1	0.11
nand2b_1	1	0.18
nand4_2	1	0.35
nor2b_1	1	0.18
o21bai_1	1	0.21
o311ai_1	1	0.25
or3_1	1	0.18
[area by class of cell]
| cell class | count | area share, % |
|---|---|---|
| inverter | 7 | 0.564 |
| sequential | 95 | 55.7 |
| tap | 108 | 2.90 |
| timing repair buffer | 72 | 15.4 |
| clock buffer | 13 | 3.98 |
| multi-input combinational | 153 | 21.0 |
| clock inverter | 3 | 0.484 |
[routing by layer]
| layer | track usage [%] | up-vias |
|---|---|---|
| li1 | - | 1071 |
| met1 | 22.9 | 976 |
| met2 | 20.1 | 56 |
| met3 | 3.02 | 8 |
| met4 | 2.57 | 0 |
| met5 | 0 | - |
Power and IR drop assume default switching activity.
